<file path="./design.v">
`timescale 1ns / 1ps
module counter(
    input            clk,
    input            rst_n,
    input            start,
    output reg [4:0] cnt,
    output reg       cnt_end
    );
wire cnt_start;  
always @(posedge clk or negedge rst_n) begin
    if (rst_n == 1'b0) begin
        cnt <= 'd0;
        cnt_end <= 1'b0;
    end
    else begin
        if (start == 1'b1) begin
            if(cnt_start == 1'b1 && cnt < 'd17) begin
                cnt <= cnt + 1'b1;
                cnt_end = (cnt == 'd16);
            end
            else begin
                cnt_end <= 1'b1;
                cnt <= 'd0;
            end
        end
        else begin
            cnt_end <= 1'b0;
            cnt <= 'd0;
        end
    end
end
assign cnt_start = start & ~cnt_end;
endmodule
</file>
<file path="./run.sh">
#!/bin/bash
# OpenROAD 26Q1-2900-gdf79404cd8, Yosys 0.63+post, stock flow scripts
make -C /OpenROAD-flow-scripts/flow DESIGN_CONFIG=/design/flow/config.mk WORK_HOME=/design/flow/orfs finish
</file>
<file path="./config.mk">
export PLATFORM = sky130hd
export DESIGN_NAME = counter
export DESIGN_NICKNAME = counter
export VERILOG_FILES = /design/flow/design.v
export SDC_FILE = /design/flow/constraint.sdc
export NUM_CORES = 4
export LEC_CHECK = 1
export CORE_AREA = 10 10 70 70
export DIE_AREA = 0 0 80 80
</file>
<file path="./constraint.sdc">
current_design counter

set clk_period 1.8
set clk_io_pct 0.2

create_clock -name clk0 -period $clk_period [get_ports {clk}]

set non_clock_inputs [all_inputs -no_clocks]
set_input_delay [expr $clk_period * $clk_io_pct] -clock clk0 $non_clock_inputs
set_output_delay [expr $clk_period * $clk_io_pct] -clock clk0 [all_outputs]
</file>
==> run_results.csv <==
group,metric,value,unit
outcome,status,"finished, final reports clean",
yosys,yosys_warnings,1,
yosys,synth.top_cell.area_share,0.524,
setup_path,reg2reg_from,"cnt[0]",
yosys,synth.distinct_cells,11,
die,chip_area,6400,µm²
global_routing,grt_use_total,0.0170,
setup_path,required,1.44,ns
yosys,syn_area,287,µm²
place,place_hpwl,477,µm
setup_path,critPathLaunch,"cnt[2]",
timing,tightest_slew,0.321,ns
die,fp.coreArea,3420,µm²
setup_path,r2r_slack,0.57,ns
setup_path,crit_slowest_cell,"clkdlybuf4s50_1",
timing,slew_headroom,0.784,
final_layout,drive_gt1_frac,0.135,
final_layout,most-common-layout-cells,"8 x clkdlybuf4s50_1, 6 x nor2_1, 6 x dfrtp_1",
timing,finalCritPeriodShare,0.871,
routing,first_pass_iters,4,
clocking,post-cts-setup-buffer-count,0,
final_layout,layout.cells.most_common,"clkdlybuf4s50_1",
clocking,hold_buffers,0,
timing,finalClockSkew,0.000769,ns
setup_path,arrival,1.21,ns
timing,setup_violations,0,
global_routing,grt_pass1_vias,202,
setup_path,slowest_delay,0.51,ns
routing,wire_per_inst,7.25,µm
timing,rsz0062_at_grt,"no",
clocking,cts_buffers,3,
place,dp.cells,80,
power,power,0.303,mW
global_routing,grt_pass1_wl,910,µm
final_layout,utilization,0.131,
global_routing,grt_max_degree,7,
clocking,insertion_delay,0.24,ns
yosys,synth_seq_share,0.524,
final_layout,layoutNonFillerInstCount,83,
die,io_pins,9,
routing,ant_nets,0,
clocking,path_clk_slew,0.04,ns
setup_path,critical_path.max_fanout,6,
timing,max_freq,638,MHz
yosys,syn_area_per_cell,11.0,µm²
setup_path,critical_path.endpoint,"cnt[2]",
clocking,cts_tree,"yes",
timing,hold_viol,0,
clocking,ctsRootBufferMaster,"clkbuf_4",
die,fp_util,0.0839,
yosys,ys_ff,6,
die,die_width,80,µm
place,gp_congestion,0.733,
job,warning_count,26,
routing,via_per_inst,2.73,
timing,period_minus_slack,1.57,ns
clocking,cts_max_level,1,
setup_path,startpoint_type,"register",
setup_path,crit_chain,"clkdlybuf4s50_1",
setup_path,critPathKind,"register to output pin",
setup_path,worst_setup_path_end_kind,"output pin",
clocking,cts.sinks,6,
routing,antenna_cells,0,
routing,drt_iter0_markers,14,
yosys,ys_cells,26,
yosys,synth_area_leader_cell,"dfrtp_1",
power,leakagePower,0.185,nW
die,rows,21,
yosys,top_cells_by_area,"dfrtp_1 52%, ha_1 8.7%, nor2_1 7.9%",
routing,drc,0,
die,die_h,80,µm
setup_path,ff2ff_path_depth,3,
timing,fin_tns_setup,0,ns
job,max-cap-violations,0,
final_layout,nFillCells,395,
setup_path,critPathBufInv,1,
routing,routed_wl,602,µm
routing,via_count,227,
power,powerDensity,679,nW/µm²
power,ir_worst_vdd,0.0000919,V
yosys,ys_area,287,µm²
setup_path,path_depth,1,
final_layout,syn2layout_area_growth,55.9,%
global_routing,grt.overflow.total,0,
setup_path,reg2reg_to,"cnt[3]",
timing,slew_viol_final,0,
clocking,clockBufferDepth,2,
clocking,ctsResizeCount,0,
yosys,synth_cells,26,
place,port_buffers,8,
worst_hold_path,min_path_type,"input port to async pin",
setup_path,critPathTopFamily,"buffers and inverters",
global_routing,grt_antenna_before_repair,0,
## worst reg2reg max path, delay by kind of cell, from the launching register on
family | cells | cell delay [ns]
AND/OR/NAND/NOR | 2 | 0.31
AND-OR/OR-AND | 1 | 0.43
flip-flops | 1 | 0.43
## per-stage QoR
| step | cell area (µm²) | hold WS (ns) | setup slack, ns |
|---|---|---|---|
| after floorplan | 287 | 0.0644 | 0.688 |
| after global placement | 424 | 0.528 | 0.490 |
| after detailed placement | 424 | 0.541 | 0.487 |
| after CTS | 447 | 0.364 | 0.223 |
| after global routing | 447 | 0.376 | 0.162 |
| final | 447 | 0.367 | 0.233 |
## layout make-up
type	count	area, µm²	share of cell area
inverter	3	11.3	0.0252
clock buffer	3	22.5	0.0504
tap	46	57.6	0.129
timing repair buffer	8	80.1	0.179
sequential	6	150	0.336
multi-input combinational	17	125	0.280
## metal layers
layer | track usage | routed length (µm)
met5 | 0 | 0
met4 | 0.0158 | 34
met3 | 0.00909 | 87
met2 | 0.0193 | 203
met1 | 0.0215 | 277
## cell families after synthesis
| logic type | count (synthesis) | synth area share |
|---|---|---|
| fa+ha+maj | 2 | 0.0873 |
| xor+xnor | 3 | 0.0917 |
| flops | 6 | 0.524 |
| compound gates | 3 | 0.105 |
| simple gates | 9 | 0.153 |
| buf+inv | 3 | 0.0393 |
## synth_stat cells
master	count
a21boi_0	1
inv_1	3
xor2_1	2
o41ai_2	1
a31oi_1	1
ha_1	2
nor2_1	6
nand3_1	2
dfrtp_1	6
nand3b_2	1
xnor2_1	1
## worst min-delay path by stage
stage | end | cells past startpoint | slack [ns]
finish | cnt[0] | 1 | 0.37
global route | cnt[0] | 1 | 0.38
CTS | cnt_end | 1 | 0.36
## sequential cells by signal, indices dropped and copies added (netlist names)
signal	flops
cnt_end	1
cnt	5
## report_power, final
group          total (mW)  switching, mW  internal [mW]
registers           0.151        0.00988          0.141
logic              0.0333         0.0127         0.0206
clock network       0.119         0.0440         0.0751
total               0.303         0.0667          0.237
Power and IR drop assume default switching activity.
